==> /design/flow/design.v <==
module bin_to_bcd(input logic [7:0] in, output logic [6:0] disp[3:0]);
logic[3:0] sign_num, units, tens, hundreds;
logic[7:0] num;
logic sign;
always_comb
begin
	sign = in[$high(in)];
	if(sign)  
		num = 0 - in;
	else
		num = in;
	hundreds = num / 100;
	num = num - (hundreds)*100;  
	tens = num / 10;
	num = num - (tens)*10;  
	units = num;
end
always_comb
	if(sign)
		sign_num = 4'hA;
	else
		sign_num = 4'hF;
segdec signdec
(
	.in(sign_num),
	.out(disp[3])
);
segdec hundreddec
(
	.in(hundreds),
	.out(disp[2])
);
segdec tendec
(
	.in(tens),
	.out(disp[1])
);
segdec unitdec
(
	.in(units),
	.out(disp[0])
);
endmodule
module cmplx_mult(
input logic clk,
input logic [10-1:0] switches,
output logic [8-1:0] LED,
output logic [6:0] HEX0,
output logic [6:0] HEX1,
output logic [6:0] HEX2,
output logic [6:0] HEX3,
output logic [6:0] HEX4,
output logic [6:0] HEX5,
output logic [6:0] HEX6,
output logic [6:0] HEX7);
logic [8-1:0] re_a, im_a, re_q, im_q;
logic [8-1:0] re_res, im_res;
logic [10-1:0] SW;
always_comb
	SW[$high(SW)-2:$low(SW)] = switches[$high(switches)-2:$low(switches)];
debounce #(.DELAY(20ms), .CLOCK_PERIOD(20ns)) db0
(
	.clk(clk),
	.signal_in(switches[$high(switches)]),
	.signal_out(SW[$high(SW)])
);
debounce #(.DELAY(20ms), .CLOCK_PERIOD(20ns)) db1
(
	.clk(clk),
	.signal_in(switches[$high(switches)-1]),
	.signal_out(SW[$high(SW)-1])
);
sm sm0 (.*);
logic signed [(2*8 -1)-1:0] re_x, im_x, re_y, im_y;
logic signed [2*(2*8 -1)-1:0] re_z, im_z;
localparam INPUT_SHIFT = (2*8 -1) - 8;
localparam OUTPUT_LOW = 2*INPUT_SHIFT -1;
localparam OUTPUT_HIGH = OUTPUT_LOW + 8 -1;
always_comb
begin
	re_x = $signed(re_a);
	im_x = $signed(im_a);
	re_y = $signed(re_q) << INPUT_SHIFT;
	im_y = $signed(im_q) << INPUT_SHIFT;
	re_res = re_z[OUTPUT_HIGH : OUTPUT_LOW];
	im_res = im_z[OUTPUT_HIGH : OUTPUT_LOW];
end
mult mult0
(.*);
logic [6:0] sw_hex[3:0];
always_comb
begin
	HEX0 = ~ sw_hex[0];  
	HEX1 = ~ sw_hex[1];  
	HEX2 = ~ sw_hex[2];  
	HEX3 = ~ sw_hex[3];  
end
bin_to_bcd sw_disp
(
	.in(SW[7:0]),
	.disp(sw_hex)
);
logic [6:0] led_hex[3:0];
always_comb
begin
	HEX4 = ~ led_hex[0];  
	HEX5 = ~ led_hex[1];  
	HEX6 = ~ led_hex[2];  
	HEX7 = ~ led_hex[3];  
end
bin_to_bcd led_disp
(
	.in(LED),
	.disp(led_hex)
);
endmodule
module debounce #(parameter DELAY=10ms, parameter CLOCK_PERIOD=20ns) (input logic clk, signal_in, output logic signal_out);
localparam int COUNT = DELAY / CLOCK_PERIOD;
logic prev_signal;
int cnt;
initial
	cnt = 0;
always_ff @(posedge clk)
begin
	if(prev_signal != signal_in)
	begin
		cnt <= 0;  
	end
	else if(cnt == COUNT)
	begin
		cnt <= 0;  
		signal_out <= signal_in;
	end
	else
	begin
		cnt <= cnt +1;
	end
	prev_signal <= signal_in;
end
endmodule
module mult(input logic signed [(2*8 -1)-1:0] re_x, im_x, re_y, im_y, output logic signed [2*(2*8 -1)-1:0] re_z, im_z);
logic signed [(2*8 -1)-1:0] a,b,c,d;
always_comb
begin
	a = re_x;
	b = im_x;
	c = re_y;
	d = im_y;
end
logic signed [2*(2*8 -1)-1:0] ac, bd, ad, bc;
always_comb
begin
	ac = a*c;
	bd = b*d;
	ad = a*d;
	bc = b*c;
	re_z = ac - bd;
	im_z = ad + bc;
end
endmodule
module read_sm(input logic clk, reset_n, handshake, run, output logic read, done);
enum {HALT, WAIT_1, WAIT_0, DONE} state;
always_ff @(posedge clk, negedge reset_n)
begin
	if(!reset_n)
	begin
		state <= HALT;
		read <= 0;
	end
	else
	begin
		read <= 0;
		unique case(state)
			HALT : if(run) state <= WAIT_1;
			WAIT_1 :
			begin
				if(handshake)
				begin
					state <= WAIT_0;
					read <= '1;  
				end
			end
			WAIT_0 : if(!handshake) state <= DONE;
			DONE : state <= HALT;
		endcase
	end
end
always_comb
	if(state == DONE)
		done = 1;
	else
		done = 0;
endmodule
module segdec(input logic [3:0] in, output logic [6:0] out);
	always_comb
	begin
		case (in)
			4'b0000 :
				out = 7'b0111111;  
			4'b0001 :
				out = 7'b0000110;  
			4'b0010 :
				out = 7'b1011011;  
			4'b0011 :
				out = 7'b1001111;  
			4'b0100 :
				out = 7'b1100110;  
			4'b0101 :
				out = 7'b1101101;  
			4'b0110 :
				out = 7'b1111100;  
			4'b0111 :
				out = 7'b0000111;  
			4'b1000 :
				out = 7'b1111111;  
			4'b1001 :
				out = 7'b1100111;  
			4'b1010 :
				out = 7'b1000000;
			default :
				out = 7'b0000000;
    		endcase
	end
endmodule
module sm(input logic clk, input logic [10-1:0] SW, input logic [8-1:0] re_res, im_res, output logic [8-1:0] LED, output logic [8-1:0] re_a, im_a, re_q, im_q);
typedef enum {REAL_A, IMAG_A, REAL_Q, IMAG_Q, DISP_REAL, DISP_IMAG} stateType;
stateType state;
logic reset_n;
logic handshake;
logic [8-1:0] data_in;
always_comb
begin
	reset_n = SW[$high(SW)];
	handshake = SW[$high(SW) -1];
	data_in =  SW[$high(SW) -2 : $low(SW)];
end
logic read_run, read_trigger, read_done;
read_sm re_sm0
(
	.clk(clk),
	.reset_n(reset_n),
	.handshake(handshake),
	.run(read_run),
	.read(read_trigger),
	.done(read_done)
);
always_comb
	read_run = (state == REAL_A) || (state == IMAG_A) || (state == REAL_Q) || (state == IMAG_Q);
always_ff @(posedge clk, negedge reset_n)
begin
	if(!reset_n)
		state <= REAL_A;
	else
	begin
		unique case(state)
			REAL_A: begin if(read_done) state <= IMAG_A; if(read_trigger) re_a <= data_in; end
			IMAG_A: begin if(read_done) state <= REAL_Q; if(read_trigger) im_a <= data_in; end
			REAL_Q: begin if(read_done) state <= IMAG_Q; if(read_trigger) re_q <= data_in; end
			IMAG_Q: begin if(read_done) state <= DISP_REAL; if(read_trigger) im_q <= data_in; end
			DISP_REAL : if(handshake == 1) state <= DISP_IMAG;
			DISP_IMAG : if(handshake == 0) state <= REAL_A;
		endcase
	end
end
always_comb
begin
	if(state == DISP_REAL)
		LED = re_res;
	else if(state == DISP_IMAG)
		LED = im_res;
	else
		LED = '0;
end
endmodule
==> /design/flow/run.sh <==
#!/bin/bash
# OpenROAD 26Q1-2900-gdf79404cd8, Yosys 0.63+post, stock flow scripts
make -C /OpenROAD-flow-scripts/flow DESIGN_CONFIG=/design/flow/config.mk WORK_HOME=/design/flow/orfs finish
==> /design/flow/config.mk <==
export PLATFORM = sky130hd
export DESIGN_NAME = cmplx_mult
export DESIGN_NICKNAME = cmplx_mult
export VERILOG_FILES = /design/flow/design.v
export SDC_FILE = /design/flow/constraint.sdc
export NUM_CORES = 4
export LEC_CHECK = 1
export CORE_UTILIZATION = 50
export SYNTH_HDL_FRONTEND = slang
==> /design/flow/constraint.sdc <==
current_design cmplx_mult

set clk_period 14.2
set clk_io_pct 0.2

create_clock -name clk0 -period $clk_period [get_ports {clk}]

set non_clock_inputs [all_inputs -no_clocks]
set_input_delay [expr $clk_period * $clk_io_pct] -clock clk0 $non_clock_inputs
set_output_delay [expr $clk_period * $clk_io_pct] -clock clk0 [all_outputs]
==> Changelog: implementation <==
### Physical design

- Overflow left after global routing: 0
- Number of warnings in the stage logs: 53
- Type of the most critical hold path: reg -> async
- Clk root buf: clkbuf_16
- Core Region: approximately 0.034 mm²
- Leading register cell type out of synthesis: dfxtp_1
- Number of global-route vias before repair: 13.72k
- Transition time of the tightest slew-check pin: 0.7091 ns
- Post-CTS clock slew at the launch and capture registers of the worst setup and hold paths: 0.08 ns
- Placer's final routability congestion estimate: 0.9534
- Detailed router's first-iteration violation count: 384
- Most area-hungry cell type in the Yosys netlist: fa_1
- Final TNS setup: -14.53 ns
- Wire length of the first global-routing pass: 65.97 mm
- Final tally of max-slew violations: 0
- Netlist area before placement: 0.01709 mm²
- Setup repair after global routing missed its margin: true
- HPWL after DPL: 32.97 mm
- Count of buffers from port buffering: about 60
- Worst endpoint required time: around 11 ns
- Class of the most critical setup path: reg -> out
- Launch point of the worst reg-to-reg path: db1.cnt[11]$_SDFF_PP0_
- H-tree depth: 3
- Least setup slack across all paths after layout: -1.522 ns
- Yosys Warn Count: 0
- GR Util All Layers: 24.50%
- Routed len/inst: approximately 14 µm
- Logic gate share of total power: between 40 and 50%
- Buffers from clock root to sink, at most: 2
- Count of TritonRoute iterations in the first routing pass: 5
- Cell depth of the worst flop-to-flop path: 9
- Largest cells by area after synthesis: fa_1, ha_1, inv_1, dfxtp_1, and2_1
- Run status: finished with violations
- Critical register-to-register path endpoint: db1.cnt[28]$_SDFF_PP0_
- Maximum ir drop on the vdd rail: about 230 µV
- Startpoint of the most critical setup path: sm0.re_a[3]$_DFFE_PP_
- Number of DRC violations after detailed routing: 0
- Cell count after synthesis: 1977
- Via-per-instance ratio: roughly 5
- Area Overhead vs Synth: 26.07%
- Layout Skew: 0.01132 ns
- Die outline area: 0.03492 mm²
- Chip Width: 186.9 µm
- CTS buffer count: 9
- Cell types with the highest counts after synthesis: inv_1, fa_1, and2_1
- MaxCap Viol Count: 0
- Sequential power share: a little under a third
- Max-Slew Margin vs Limit: between 50% and 60%
- Count of filler cells inserted in the layout: 2787
- Antenna Diode Count: 0
- Failing checks: setup timing
- Die height: approximately 190 µm
- Clock net sink count: 111
- Switching component of the power: between 300 and 400 µW
- Clock period minus final worst setup slack: 15.72 ns
- Slowest cell on crit path: fa_1
- Static power due to leakage: between 10 and 15 nW
- Vias: 13.89k
- Final worst-path cycle share: 110.7%
- Fraction of power spent switching nets: 32.47%
- Highest attainable clock frequency: 63.60 MHz
- Share of synthesized area occupied by flip-flops and latches: 15.33%
- Top cell type's share of synthesized area: 22.96%
- CP arrival: between 10 and 15 ns
- TritonCTS clock tree: done
- Fp_density: roughly half
- Pin count of the biggest net entering global routing: 33
- Final hold violations: 0
- Top-count cell post-synth: inv_1
- Clock Latency Late Sink: 0.36 ns
- Ratio of total power to cell area: 49.87 mW/mm²
- Total detailed-routing wirelength: 39.76 mm
- Syn Area/Cell: approximately 8.6 µm²
- Antenna violations before repair: 0
- Remaining number of nets flagged by the antenna check after routing: 0
- Critical path endpoint category: output port
- Proportion of power drawn by the clock network: 23.4%
- Largest stage delay on the critical path: roughly 0.55 ns
- CP startpoint kind: register
- Core Rows: about 67
- Fin Hold WS: 0.2678 ns
- Distinct cell type count after synthesis: 93
- I/O pin cnt: 75
- Register-to-register setup slack: around 12 ns
- Worst Setup EP: HEX4[3]
- Synthesized flop and latch total: 111
- Number of setup violations in the final report: 14
- Async set-or-reset flop fraction in the synthesized netlist: ~9.9%
- Total cells reported by yosys after synthesis: 1977
- Share of layout cells above drive strength 1: a little over a fifth
- Worst-path fanout max: 5
- Int Pwr: 725.5 µW
- Post-synth tally of flip-flops with integrated enable: 34
- Yosys stat area: 0.01709 mm²
## flip-flops by register name (all words and copies together), names as in the netlist, named ones only
register,count
db1.prev_signal,1
sm0.state,3
sm0.re_sm0.read,1
sm0.im_a,8
sm0.im_q,8
sm0.re_a,8
sm0.re_sm0.state,4
db0.signal_out,1
db1.signal_out,1
sm0.re_q,8
db1.cnt,32
db0.prev_signal,1
db0.cnt,32
## cell usage in the layout, fill, tap and decap left out, drive strengths merged, types with 16 or more instances in the layout
cell / netlist / layout
and2: 177 / 177
nand2b: 32 / 32
xor2: 71 / 71
ha: 176 / 176
nor3: 19 / 19
xnor2: 94 / 94
nand3: 41 / 41
clkdlybuf4s50: 0 / 49
fa: 196 / 196
a21o: 19 / 19
edfxtp: 34 / 34
or3: 16 / 16
inv: 365 / 369
o21ai: 58 / 58
nor2: 127 / 127
nand2: 131 / 131
and3: 26 / 26
a21oi: 75 / 75
dfxtp: 66 / 66
buf: 22 / 343
## how the worst min path moves through the flow
stage     slack [ns]                            end
4_1_cts         0.30     asynchronous set/reset pin
5_1_grt         0.33  sm0.re_sm0.state[2]$_DFF_PN0_
6_report        0.27     asynchronous set/reset pin
## per-layer routing
layer,global-route usage [%],share of wire [%],routed length [µm],vias to the layer above
met5,0,0,0,-
met2,37.57,45,17870,296
met4,4.382,2.1,847,0
met3,6.705,6.1,2440,35
met1,36.90,47,18600,6562
li1,-,-,-,6998
## layout make-up
| type | count | area, µm² | area share, % |
|---|---|---|---|
| clock buffers | 10 | 230.2 | 1.069 |
| clock inverters | 6 | 63.81 | 0.2962 |
| inverters | 365 | 1375 | 6.383 |
| multi-input cells | 1450 | 13450 | 62.44 |
| flip-flops and latches | 111 | 2620 | 12.16 |
| well taps | 448 | 560.5 | 2.602 |
| repair buffers | 399 | 3242 | 15.05 |
## logic make-up (layout without fill, tap and decap cells)
kind of cell               count (synthesis)  count (layout)  share of synthesized area, %
AOI/OAI and AO/OA                        258             258                         10.13
xor gates and xnor gates                 167             167                         8.918
adders and majority gates                373             373                         35.91
buffers and inverters                    428             780                         9.796
DFF                                      111             111                         15.33
muxes                                      8               8                        0.4979
other                                      2              14                       0.04395
and+or+nand+nor                          630             630                         19.38
## through the flow
stage | instances | setup WS, ns | power [mW] | instance area, µm² | util (%)
CTS | 2766 | -1.553 | 1.035 | 21010 | 62.50
finish | 2789 | -1.522 | 1.074 | 21540 | 64.09
detailed placement | 2735 | -1.371 | 0.7750 | 20550 | 61.12
global route | 2789 | -2.141 | 1.156 | 21540 | 64.09
floorplan | 1989 | -0.8489 | 0.5840 | 17420 | -
global placement | 2735 | -1.219 | 0.7756 | 20550 | 61.12
## power groups by stage
stage | logic (mW) | clock network (mW) | registers [mW]
final | 0.491 | 0.251 | 0.333
after global routing | 0.550 | 0.272 | 0.333
after CTS | 0.444 | 0.259 | 0.333
## repair_timing
| item | 4_1_cts | 5_1_grt |
|---|---|---|
| hold endpoints to repair | 0 | 0 |
| setup endpoints to repair | 14 | 21 |
| pin swaps | 28 | 41 |
| buffers inserted | 15 | 25 |
| gates resized | 38 | 90 |
| hold buffers | 0 | 0 |
## critical path: cells and delay by family, from the launching register on
family / cells / cell delay (ns)
compound gates: 19 / 4.00
xor+xnor: 4 / 0.70
fa+ha+maj: 12 / 4.01
buf+inv: 8 / 0.62
flops: 1 / 0.43
simple gates: 15 / 2.76
Power is estimated from default activity; no workload was simulated.
